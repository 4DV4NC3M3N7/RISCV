## /design/flow/design.v

```verilog
module Register_32bits_cell(Q,D,clear,clk,enable);
		input [31:0]D;
		input clear,enable,clk;
		reg [31:0] q;
		output [31:0] Q;
		genvar i;
		generate 
		for(i=0;i<32;i++)
		begin: d_ff_block
		always @ ( posedge clk or negedge clear )
			begin
				if(!clear)
					q[i] <= 1'b0;
				else 
					q[i] <= D[i];
			end
		bufif1 TB(Q[i],q[i],enable);
		end
		endgenerate 
endmodule
		module decoder_5bits(sel,out_put);
		input [4:0]sel;
		output [31:0]out_put;
					assign out_put[0]=~sel[4]&~sel[3]&~sel[2]&~sel[1]&~sel[0];
					assign out_put[1]=~sel[4]&~sel[3]&~sel[2]&~sel[1]&sel[0];
					assign out_put[2]=~sel[4]&~sel[3]&~sel[2]&sel[1]&~sel[0];
					assign out_put[3]=~sel[4]&~sel[3]&~sel[2]&sel[1]&sel[0];
					assign out_put[4]=~sel[4]&~sel[3]&sel[2]&~sel[1]&~sel[0];
					assign out_put[5]=~sel[4]&~sel[3]&sel[2]&~sel[1]&sel[0];
					assign out_put[6]=~sel[4]&~sel[3]&sel[2]&sel[1]&~sel[0];
					assign out_put[7]=~sel[4]&~sel[3]&sel[2]&sel[1]&sel[0];
					assign out_put[8]=~sel[4]&sel[3]&~sel[2]&~sel[1]&~sel[0];
					assign out_put[9]=~sel[4]&sel[3]&~sel[2]&~sel[1]&sel[0];
					assign out_put[10]=~sel[4]&sel[3]&~sel[2]&sel[1]&~sel[0];
					assign out_put[11]=~sel[4]&sel[3]&~sel[2]&sel[1]&sel[0];
					assign out_put[12]=~sel[4]&sel[3]&sel[2]&~sel[1]&~sel[0];
					assign out_put[13]=~sel[4]&sel[3]&sel[2]&~sel[1]&sel[0];
					assign out_put[14]=~sel[4]&sel[3]&sel[2]&sel[1]&~sel[0];
					assign out_put[15]=~sel[4]&sel[3]&sel[2]&sel[1]&sel[0];
					assign out_put[16]=sel[4]&~sel[3]&~sel[2]&~sel[1]&~sel[0];
					assign out_put[17]=sel[4]&~sel[3]&~sel[2]&~sel[1]&sel[0];
					assign out_put[18]=sel[4]&~sel[3]&~sel[2]&sel[1]&~sel[0];
					assign out_put[19]=sel[4]&~sel[3]&~sel[2]&sel[1]&sel[0];
					assign out_put[20]=sel[4]&~sel[3]&sel[2]&~sel[1]&~sel[0];
					assign out_put[21]=sel[4]&~sel[3]&sel[2]&~sel[1]&sel[0];
					assign out_put[22]=sel[4]&~sel[3]&sel[2]&sel[1]&~sel[0];
					assign out_put[23]=sel[4]&~sel[3]&sel[2]&sel[1]&sel[0];
					assign out_put[24]=sel[4]&sel[3]&~sel[2]&~sel[1]&~sel[0];
					assign out_put[25]=sel[4]&sel[3]&~sel[2]&~sel[1]&sel[0];
					assign out_put[26]=sel[4]&sel[3]&~sel[2]&sel[1]&~sel[0];
					assign out_put[27]=sel[4]&sel[3]&~sel[2]&sel[1]&sel[0];
					assign out_put[28]=sel[4]&sel[3]&sel[2]&~sel[1]&~sel[0];
					assign out_put[29]=sel[4]&sel[3]&sel[2]&~sel[1]&sel[0];
					assign out_put[30]=sel[4]&sel[3]&sel[2]&sel[1]&~sel[0];
					assign out_put[31]=sel[4]&sel[3]&sel[2]&sel[1]&sel[0];
		endmodule
		module MUX_32x32bits(in_put,sel,final_out);
		input [4:0]sel;
		input [31:0] in_put;
		wire [31:0]out_put;
		output final_out;
					assign out_put[0]=in_put[0]&~sel[4]&~sel[3]&~sel[2]&~sel[1]&~sel[0];
					assign out_put[1]=in_put[1]&~sel[4]&~sel[3]&~sel[2]&~sel[1]&sel[0];
					assign out_put[2]=in_put[2]&~sel[4]&~sel[3]&~sel[2]&sel[1]&~sel[0];
					assign out_put[3]=in_put[3]&~sel[4]&~sel[3]&~sel[2]&sel[1]&sel[0];
					assign out_put[4]=in_put[4]&~sel[4]&~sel[3]&sel[2]&~sel[1]&~sel[0];
					assign out_put[5]=in_put[5]&~sel[4]&~sel[3]&sel[2]&~sel[1]&sel[0];
					assign out_put[6]=in_put[6]&~sel[4]&~sel[3]&sel[2]&sel[1]&~sel[0];
					assign out_put[7]=in_put[7]&~sel[4]&~sel[3]&sel[2]&sel[1]&sel[0];
					assign out_put[8]=in_put[8]&~sel[4]&sel[3]&~sel[2]&~sel[1]&~sel[0];
					assign out_put[9]=in_put[9]&~sel[4]&sel[3]&~sel[2]&~sel[1]&sel[0];
					assign out_put[10]=in_put[10]&~sel[4]&sel[3]&~sel[2]&sel[1]&~sel[0];
					assign out_put[11]=in_put[11]&~sel[4]&sel[3]&~sel[2]&sel[1]&sel[0];
					assign out_put[12]=in_put[12]&~sel[4]&sel[3]&sel[2]&~sel[1]&~sel[0];
					assign out_put[13]=in_put[13]&~sel[4]&sel[3]&sel[2]&~sel[1]&sel[0];
					assign out_put[14]=in_put[14]&~sel[4]&sel[3]&sel[2]&sel[1]&~sel[0];
					assign out_put[15]=in_put[15]&sel[4]&sel[3]&sel[2]&sel[1]&sel[0];
					assign out_put[16]=in_put[16]&sel[4]&~sel[3]&~sel[2]&~sel[1]&~sel[0];
					assign out_put[17]=in_put[17]&sel[4]&~sel[3]&~sel[2]&~sel[1]&sel[0];
					assign out_put[18]=in_put[18]&sel[4]&~sel[3]&~sel[2]&sel[1]&~sel[0];
					assign out_put[19]=in_put[19]&sel[4]&~sel[3]&~sel[2]&sel[1]&sel[0];
					assign out_put[20]=in_put[20]&sel[4]&~sel[3]&sel[2]&~sel[1]&~sel[0];
					assign out_put[21]=in_put[21]&sel[4]&~sel[3]&sel[2]&~sel[1]&sel[0];
					assign out_put[22]=in_put[22]&sel[4]&~sel[3]&sel[2]&sel[1]&~sel[0];
					assign out_put[23]=in_put[23]&sel[4]&~sel[3]&sel[2]&sel[1]&sel[0];
					assign out_put[24]=in_put[24]&sel[4]&sel[3]&~sel[2]&~sel[1]&~sel[0];
					assign out_put[25]=in_put[25]&sel[4]&sel[3]&~sel[2]&~sel[1]&sel[0];
					assign out_put[26]=in_put[26]&sel[4]&sel[3]&~sel[2]&sel[1]&~sel[0];
					assign out_put[27]=in_put[27]&sel[4]&sel[3]&~sel[2]&sel[1]&sel[0];
					assign out_put[28]=in_put[28]&sel[4]&sel[3]&sel[2]&~sel[1]&~sel[0];
					assign out_put[29]=in_put[29]&sel[4]&sel[3]&sel[2]&~sel[1]&sel[0];
					assign out_put[30]=in_put[30]&sel[4]&sel[3]&sel[2]&sel[1]&~sel[0];
					assign out_put[31]=in_put[31]&sel[4]&sel[3]&sel[2]&sel[1]&sel[0];
			assign final_out = 	 out_put[0]|out_put[1]|out_put[2]|out_put[3]|out_put[4]|out_put[5]|out_put[6]|out_put[7]
										|out_put[8]|out_put[9]|out_put[10]|out_put[11]|out_put[12]|out_put[13]|out_put[14]|out_put[15]
										|out_put[16]|out_put[17]|out_put[18]|out_put[19]|out_put[20]|out_put[21]|out_put[22]|out_put[23]
										|out_put[24]|out_put[25]|out_put[26]|out_put[27]|out_put[28]|out_put[29]|out_put[30]|out_put[31];	
		endmodule
module Register_file(RR1,RR2,WR,WD,RD1,RD2,Reg_write);    
	input  [4:0] WR,RR1,RR2;  
	input  [31:0]WD;  
	input Reg_write;
	wire  [31:0]RC,WC ;  
	output [31:0] RD1,RD2;  
	wire [31:0][31:0] d,to_mux;
			decoder_5bits decoder_v1(.sel(WR),.out_put(RC[31:0]));
			genvar i,j;
			generate
			for(i=0;i<32;i++)
				begin: register_32bits_wide_cluster
						Register_32bits_cell cell_(.Q(d[i][31:0]),.D(WD[31:0]),.clear(1'b1),.clk(WC[i]),.enable(1'b1));
						assign WC[i] = RC[i] & Reg_write;	
				end
							for(i=0;i<32;i++)
								begin: width 
								assign to_mux[i][31:0]={d[31][i],d[30][i],d[29][i],d[28][i],d[27][i],d[26][i],d[25][i],d[24][i],         
																d[23][i],d[22][i],d[21][i],d[20][i],d[19][i],d[18][i],d[17][i],d[16][i],
																d[15][i],d[14][i],d[13][i],d[12][i],d[11][i],d[10][i],d[9][i],d[8][i], 
																d[7][i],d[6][i],d[5][i],d[4][i],d[3][i],d[2][i],d[1][i],d[0][i]};    
										MUX_32x32bits mux1(.in_put(to_mux[i][31:0]),.sel(RR1),.final_out(RD1[i]));  
										MUX_32x32bits mux2(.in_put(to_mux[i][31:0]),.sel(RR2),.final_out(RD2[i]));	 
								end	
			endgenerate
endmodule 
```

## /design/flow/run.sh

```bash
#!/bin/bash
# OpenROAD 26Q1-2900-gdf79404cd8, Yosys 0.63+post, stock flow scripts
make -C /OpenROAD-flow-scripts/flow DESIGN_CONFIG=/design/flow/config.mk WORK_HOME=/design/flow/orfs finish
```

## /design/flow/config.mk

```make
export PLATFORM = sky130hd
export DESIGN_NAME = Register_file
export DESIGN_NICKNAME = Register_file
export VERILOG_FILES = /design/flow/design.v
export SDC_FILE = /design/flow/constraint.sdc
export NUM_CORES = 4
export LEC_CHECK = 1
export CORE_UTILIZATION = 30
```

## /design/flow/constraint.sdc

```tcl
current_design Register_file

set clk_period 29.7
set clk_io_pct 0.2

create_clock -name clk0 -period $clk_period

set non_clock_inputs [all_inputs -no_clocks]
set_input_delay [expr $clk_period * $clk_io_pct] -clock clk0 $non_clock_inputs
set_output_delay [expr $clk_period * $clk_io_pct] -clock clk0 [all_outputs]
```

==> Slide: Implementation Results <==
Implementation Results

Layout
  • Flip-flop count of the largest register after layout: 1,024
  • Area Overhead vs Synth: 7.34%
  • Core Util, Final: 0.325
  • # fillers: 12.5k
  • Most instantiated logic cell after routing: sky130_fd_sc_hd__dfxtp_1
  • Area taken by multi-input logic gates: 16,100 um^2
  • Proportion of layout cells with a drive suffix above 1: 0.120
  • Biggest regs: register_32bits_wide_cluster.cell_.q (1024)
  • Largest register by flop count: register_32bits_wide_cluster.cell_.q
  • Register area: just over 20,000 um^2
  • Most frequent cells in the layout: 1,024 x sky130_fd_sc_hd__dfxtp_1, 326 x sky130_fd_sc_hd__mux2i_1, 198 x sky130_fd_sc_hd__o21ai_0

Final timing
  • Minimum clock period: 16.58 ns
  • Final number of hold-violating endpoints: 0
  • Setup Viol. Count Final: 0
  • Smallest setup slack after layout: approximately 13 ns
  • Top achievable clock speed: 60.3 MHz
  • Setup repair after global routing missed its margin: no
  • Worst-Margin Slew: 1.01 ns
  • Sum of negative setup slack: 0 ns
  • Count of endpoints without a timing constraint: 1,024
  • Number of register pins that no clock reaches: 1,024
  • Period utilization: 0.558
  • Relative slew margins: 0.325
  • Total count of max-transition violations in the final report: 0

Drt
  • Avg Vias per Cell: 5.98
  • Wire length per cell: 32.9 um
  • Number of antenna-violating nets in the routed design: 0
  • DR pass1 iterations: 5
  • DRC viols: 0
  • DRC violation total after the first TritonRoute iteration: 2,840
  • Overall routed net length: 161,000 um
  • Via total after detailed routing: a little under 30k

Power and ir drop
  • Switching share of power: 0.593
  • Leakage dissipation: around 15 nW
  • Net Sw Power: 0.193 mW
  • Cell-internal power: 0.133 mW
  • Worst VDD drop: 7.48 uV
  • Overall Power: 0.326 mW
  • Power per standard cell area: 7.99 nW/um^2

Synthesis
  • Prevailing logic family in the synthesized netlist: AND-OR/OR-AND gates
  • Post-synth mux share: 0.168
  • Share of synthesized cell area in full adder, half adder and majority cells: 0
  • Library cell occupying the most area in the post-synthesis netlist: sky130_fd_sc_hd__dfxtp_1
  • Netlist cell types: 75
  • Post-synthesis cell count: approximately 3.3k
  • Part of the Yosys area used for sequential elements: 0.539
  • Cells taking the most area after synthesis: sky130_fd_sc_hd__dfxtp_1 54%, sky130_fd_sc_hd__mux2i_1 8.6%, sky130_fd_sc_hd__mux4_2 7.1%
  • Post-synthesis simple-gate area fraction: 0.0559
  • Number of cells in Yosys stat: around 3.3k
  • FFs w/ async S/R, synth: 0
  • Most instantiated flip-flop cell in the synthesis netlist: sky130_fd_sc_hd__dfxtp_1
  • Proportion of netlist area held by the largest area contributor: 0.539
  • Syn Area/Cell: 11.4 um^2
  • Number of synthesis warnings: 1
  • Compound Share, Synth: 0.189
  • Number of register bits inferred by synthesis: 1,024
  • Number of enable flip-flop cells: 0
  • Chip Area, Yosys: 38,100 um^2
  • Combined area of all synthesized cells: 38,100 um^2
  • Xor and xnor fraction of the mapped netlist area: 0

Floorplanning
  • Count of standard-cell rows: 130
  • Die width: 358 um
  • Area inside the core boundary: 126,000 um^2
  • Boundary pin count: 112
  • Area of the die: 128,000 um^2
  • FP Util: 0.303
  • Vert. Die Dim: 358 um

Global routing
  • Via count of the first global-routing pass: 29.6k
  • Pin count of the biggest net entering global routing: 98
  • Total grt overflow: 0
  • Global-route wire length before repair: 225,000 um
  • Overall global routing resource usage: 0.257
  • Initial antenna violation count: 16

Worst hold path
  • Min-Delay Endpoint: RD2[28]
  • Worst Min Path Start: RR2[1]
  • Path category of the worst min-delay check: input pin to primary output
  • Worst Hold Path Cells: 4

Clock tree
  • # hold bufs at CTS: 0
  • Post-CTS Resized: 0
  • Setup Fix Bufs, Post-CTS: 0

Worst setup path
  • Worst path arrival time: 10.64 ns
  • Worst Setup Path Type: input pin to primary output
  • Cell chain of the critical path: buf_8 > buf_4 > buf_4 > buf_4 > buf_4 > mux4_2 > a221oi_1 > o21ai_0 > o211a_1 > clkdlybuf4s50_1
  • Number of buffer and inverter instances along the worst setup path: 6
  • Category of the worst setup path launch point: input pin
  • Most common cell on crit path: sky130_fd_sc_hd__buf_4
  • Family with the most delay on the worst path: buffers and inverters
  • Highest net fanout along the worst path: 45
  • Maximum cell stage delay along the critical path: 0.68 ns
  • Critical path's slowest cell: sky130_fd_sc_hd__buf_4
  • Element type at the critical path end: primary output
  • Req. time, crit path: 23.76 ns

Placement
  • Final GP Congestion: 0.965
  • DP HPWL: roughly 97,000 um
  • Number of buffers added on ports: 112
  • Worst slack at placement: 13.13 ns

Status
  • Status: complete, no violations

Run
  • Count of tool warnings: 32
  • Max-cap violations: 0
## worst max path at each step
stage         slack (ns)   start  depth (start not counted)       to
finish             13.12  RR2[2]                         10  RD2[29]
global route       12.78  RR2[2]                         11  RD2[26]
CTS                13.11  RR2[2]                         11   RD2[9]
## layout make-up
type	instances	share of cell area
Sequential cell	1024	0.502
Multi-Input combinational cell	1963	0.393
Timing Repair Buffer	248	0.0533
Tap cell	1650	0.0505
Inverter	8	0.000796
Antenna cell	10	0.000612
## Yosys cell counts, drive strengths merged (12+ instances only)
cell type,count
a22oi,119
buf,232
mux2i,326
o22ai,22
o2bb2ai,32
a221o,46
mux4,120
a21oi,168
a22o,28
a221oi,84
o2111ai,25
nor2,192
o21ai,198
nand2,157
a21o,14
nand2b,12
mux2,37
a2bb2oi,27
nor2b,31
a211oi,97
a2111oi,17
dfxtp,1024
nor3,19
a211o,15
o211ai,28
clkbuf,104
o221ai,15
## cells by family after synthesis
group | Yosys count
compound gates | 1004
flops | 1024
mux | 483
buf+inv | 344
simple gates | 476
## power groups by stage
stage / clock network, mW / registers (mW) / logic (mW)
after global routing: 0.0000000182 / 0.0331 / 0.307
after CTS: 0 / 0.0320 / 0.288
## per-layer routing
metal	wire, um	track usage	vias to the layer above
met5	163	0.00296	-
met4	8650	0.109	20
met3	23400	0.131	512
met2	69100	0.375	2125
met1	60100	0.325	14400
li1	-	-	12300
## metrics by stage
step / cells / hold slack, ns / area [um^2]
floorplan: 3331 / 12.29 / 38100
global placement: 4893 / 12.93 / 40800
detailed placement: 4893 / 12.93 / 40800
CTS: 4893 / 12.94 / 40800
global route: 4897 / 12.94 / 40800
finish: 4903 / 12.91 / 40900
No activity file was given, so power comes from the tool's default toggle rates.
