==> /design/flow/design.v <==
module rv32 (clk,clrn,pc,inst,m_addr,d_f_mem,d_t_mem,write,
                                 io_rdn,io_wrn,rvram,wvram,read);
    input         clk, clrn;                                  
    input  [31:0] inst;                                       
    input  [31:0] d_f_mem;                                    
    output [31:0] pc;                                         
    output [31:0] m_addr;                                     
    output [31:0] d_t_mem;                                    
    output  [3:0] write;                                      
    output        read;                                       
    output  [3:0] wvram;                                      
    output        rvram;                                      
    output   reg  io_wrn;                                     
    output   reg  io_rdn;                                     
    reg           wreg;                                       
    reg     [3:0] wmem;                                       
    reg           rmem;                                       
    reg    [31:0] alu_out;                                    
    reg    [31:0] mem_out;                                    
    reg    [31:0] m_addr;                                     
    reg    [31:0] next_pc;                                    
    reg    [31:0] d_t_mem;
    wire   [31:0] pc_plus_4 = pc + 4;                         
    wire    [6:0] opcode = inst[6:0];    
    wire    [2:0] func3  = inst[14:12];  
    wire    [6:0] func7  = inst[31:25];  
    wire    [4:0] rd     = inst[11:7];   
    wire    [4:0] rs     = inst[19:15];  
    wire    [4:0] rt     = inst[24:20];  
    wire    [4:0] shamt  = inst[24:20];  
    wire          sign   = inst[31];
    wire   [11:0] imm    = inst[31:20];
    wire   [31:0] broffset  = {{19{sign}},inst[31],inst[7],inst[30:25],inst[11:8],1'b0};    
    wire   [31:0] simm      = {{20{sign}},inst[31:20]};                                     
    wire   [31:0] stimm     = {{20{sign}},inst[31:25],inst[11:7]};                          
    wire   [31:0] uimm      = {inst[31:12],12'h0};                                          
    wire   [31:0] jaloffset = {{11{sign}},inst[31],inst[19:12],inst[20],inst[30:21],1'b0};  
    wire i_auipc = (opcode == 7'b0010111);
    wire i_lui   = (opcode == 7'b0110111);
    wire i_jal   = (opcode == 7'b1101111);
    wire i_jalr  = (opcode == 7'b1100111) & (func3 == 3'b000);
    wire i_beq   = (opcode == 7'b1100011) & (func3 == 3'b000);
    wire i_bne   = (opcode == 7'b1100011) & (func3 == 3'b001);
    wire i_blt   = (opcode == 7'b1100011) & (func3 == 3'b100);
    wire i_bge   = (opcode == 7'b1100011) & (func3 == 3'b101);
    wire i_bltu  = (opcode == 7'b1100011) & (func3 == 3'b110);
    wire i_bgeu  = (opcode == 7'b1100011) & (func3 == 3'b111);
    wire i_lb    = (opcode == 7'b0000011) & (func3 == 3'b000);
    wire i_lh    = (opcode == 7'b0000011) & (func3 == 3'b001);
    wire i_lw    = (opcode == 7'b0000011) & (func3 == 3'b010);
    wire i_lbu   = (opcode == 7'b0000011) & (func3 == 3'b100);
    wire i_lhu   = (opcode == 7'b0000011) & (func3 == 3'b101);
    wire i_sb    = (opcode == 7'b0100011) & (func3 == 3'b000);
    wire i_sh    = (opcode == 7'b0100011) & (func3 == 3'b001);
    wire i_sw    = (opcode == 7'b0100011) & (func3 == 3'b010);
    wire i_addi  = (opcode == 7'b0010011) & (func3 == 3'b000);
    wire i_slti  = (opcode == 7'b0010011) & (func3 == 3'b010);
    wire i_sltiu = (opcode == 7'b0010011) & (func3 == 3'b011);
    wire i_xori  = (opcode == 7'b0010011) & (func3 == 3'b100);
    wire i_ori   = (opcode == 7'b0010011) & (func3 == 3'b110);
    wire i_andi  = (opcode == 7'b0010011) & (func3 == 3'b111);
    wire i_csrrw = (opcode == 7'b1110011) & (func3 == 3'b001);  
    wire i_slli  = (opcode == 7'b0010011) & (func3 == 3'b001) & (func7 == 7'b0000000);
    wire i_srli  = (opcode == 7'b0010011) & (func3 == 3'b101) & (func7 == 7'b0000000);
    wire i_srai  = (opcode == 7'b0010011) & (func3 == 3'b101) & (func7 == 7'b0100000);
    wire i_add   = (opcode == 7'b0110011) & (func3 == 3'b000) & (func7 == 7'b0000000);
    wire i_sub   = (opcode == 7'b0110011) & (func3 == 3'b000) & (func7 == 7'b0100000);
    wire i_sll   = (opcode == 7'b0110011) & (func3 == 3'b001) & (func7 == 7'b0000000);
    wire i_slt   = (opcode == 7'b0110011) & (func3 == 3'b010) & (func7 == 7'b0000000);
    wire i_sltu  = (opcode == 7'b0110011) & (func3 == 3'b011) & (func7 == 7'b0000000);
    wire i_xor   = (opcode == 7'b0110011) & (func3 == 3'b100) & (func7 == 7'b0000000);
    wire i_srl   = (opcode == 7'b0110011) & (func3 == 3'b101) & (func7 == 7'b0000000);
    wire i_sra   = (opcode == 7'b0110011) & (func3 == 3'b101) & (func7 == 7'b0100000);
    wire i_or    = (opcode == 7'b0110011) & (func3 == 3'b110) & (func7 == 7'b0000000);
    wire i_and   = (opcode == 7'b0110011) & (func3 == 3'b111) & (func7 == 7'b0000000);
    reg    [31:0]  pc;
    always @ (posedge clk or negedge clrn) begin
        if (!clrn) pc <= 0;
        else       pc <= next_pc;
    end
    wire        i_load = i_lw | i_lb | i_lbu | i_lh | i_lhu | i_csrrw;
    wire [31:0] data_2_rf = i_load ? mem_out : alu_out;
    reg    [31:0] regfile [1:31];                           
    wire   [31:0] a = (rs==0) ? 0 : regfile[rs];            
    wire   [31:0] b = (rt==0) ? 0 : regfile[rt];            
    always @ (posedge clk) begin
        if (wreg && (rd != 0)) begin
            regfile[rd] <= data_2_rf;                       
        end
    end
    wire  vr_space =                                        
          alu_out[31] &  
          alu_out[30] &  
         ~alu_out[29];   
    assign write   =    wmem & {4{~vr_space}};              
    assign read    =    rmem &    ~vr_space;                
    assign wvram   =    wmem & {4{vr_space}};               
    assign rvram   =    rmem & vr_space;                    
    always @(*) begin                                       
        alu_out = 0;                                        
        mem_out = 0;                                        
        m_addr  = 0;                                        
        wreg    = 0;                                        
        wmem    = 4'b0000;                                  
        rmem    = 0;                                        
        io_rdn  = 1;
        io_wrn  = 1;
        d_t_mem = b;
        next_pc = pc_plus_4;
        case (1'b1)
            i_add: begin                                    
                alu_out = a + b;
                wreg    = 1; end
            i_sub: begin                                    
                alu_out = a - b;
                wreg    = 1; end
            i_and: begin                                    
                alu_out = a & b;
                wreg    = 1; end
            i_or: begin                                     
                alu_out = a | b;
                wreg    = 1; end
            i_xor: begin                                    
                alu_out = a ^ b;
                wreg    = 1; end
            i_sll: begin                                    
                alu_out = a << b[4:0];
                wreg    = 1; end
            i_srl: begin                                    
                alu_out = a >> b[4:0];
                wreg    = 1; end
            i_sra: begin                                    
                alu_out = $signed(a) >>> b[4:0];
                wreg    = 1; end
            i_slli: begin                                   
                alu_out = a << shamt;
                wreg    = 1; end
            i_srli: begin                                   
                alu_out = a >> shamt;
                wreg    = 1; end
            i_srai: begin                                   
                alu_out = $signed(a) >>> shamt;
                wreg    = 1; end
            i_slt: begin                                    
                if ($signed(a) < $signed(b)) 
                  alu_out = 1; end
            i_sltu: begin                                   
                if ({1'b0,a} < {1'b0,b}) 
                  alu_out = 1; end
            i_addi: begin                                   
                alu_out = a + simm;
                wreg    = 1; end
            i_andi: begin                                   
                alu_out = a & simm;
                wreg    = 1; end
            i_ori: begin                                    
                alu_out = a | simm;
                wreg    = 1; end
            i_xori: begin                                   
                alu_out = a ^ simm;
                wreg    = 1; end
            i_slti: begin                                   
                if ($signed(a) < $signed(simm)) 
                  alu_out = 1; end
            i_sltiu: begin                                  
                if ({1'b0,a} < {1'b0,simm}) 
                  alu_out = 1; end
            i_lw: begin                                     
                alu_out = a + simm;
                m_addr  = {alu_out[31:2],2'b00};            
                rmem    = 1;
                mem_out = d_f_mem;
                wreg    = 1; end
            i_lbu: begin                                    
                alu_out = a + simm;
                m_addr  = alu_out;
                rmem    = 1;
                case(m_addr[1:0])
                  2'b00: mem_out = {24'h0,d_f_mem[ 7: 0]};
                  2'b01: mem_out = {24'h0,d_f_mem[15: 8]};
                  2'b10: mem_out = {24'h0,d_f_mem[23:16]};
                  2'b11: mem_out = {24'h0,d_f_mem[31:24]};
                endcase
                wreg    = 1; end
            i_lb: begin                                     
                alu_out = a + simm;
                m_addr  = alu_out;
                rmem    = 1;
                case(m_addr[1:0])
                  2'b00: mem_out = {{24{d_f_mem[ 7]}},d_f_mem[ 7: 0]};
                  2'b01: mem_out = {{24{d_f_mem[15]}},d_f_mem[15: 8]};
                  2'b10: mem_out = {{24{d_f_mem[23]}},d_f_mem[23:16]};
                  2'b11: mem_out = {{24{d_f_mem[31]}},d_f_mem[31:24]};
                endcase
                wreg    = 1; end
            i_lhu: begin                                    
                alu_out = a + simm;
                m_addr  = {alu_out[31:1],1'b0};             
                rmem    = 1;
                       case(m_addr[1])
                  1'b0: mem_out = {16'h0,d_f_mem[15: 0]};
                  1'b1: mem_out = {16'h0,d_f_mem[31:16]};
                endcase
                wreg    = 1; end
            i_lh: begin                                     
                alu_out = a + simm;
                m_addr  = {alu_out[31:1],1'b0};             
                rmem    = 1;
                case(m_addr[1])
                  1'b0: mem_out = {{16{d_f_mem[15]}},d_f_mem[15: 0]};
                  1'b1: mem_out = {{16{d_f_mem[31]}},d_f_mem[31:16]};
                endcase
                wreg    = 1; end
            i_sb: begin                                     
                alu_out = a + stimm;
                m_addr  = alu_out;
                wmem    = 4'b0001 << alu_out[1:0]; end
            i_sh: begin                                     
                alu_out = a + stimm;
                m_addr  = {alu_out[31:1],1'b0};             
                wmem    = 4'b0011 << {alu_out[1],1'b0}; end
            i_sw: begin                                     
                alu_out = a + stimm;
                m_addr  = {alu_out[31:2],2'b00};            
                wmem    = 4'b1111; end
            i_beq: begin                                    
                if (a == b) 
                  next_pc = pc + broffset; end
            i_bne: begin                                    
                if (a != b) 
                  next_pc = pc + broffset; end
            i_blt: begin                                    
                if ($signed(a) < $signed(b)) 
                  next_pc = pc + broffset; end
            i_bge: begin                                    
                if ($signed(a) >= $signed(b)) 
                  next_pc = pc + broffset; end
            i_bltu: begin                                   
                if ({1'b0,a} < {1'b0,b}) 
                  next_pc = pc + broffset; end
            i_bgeu: begin                                   
                if ({1'b0,a} >= {1'b0,b}) 
                  next_pc = pc + broffset; end
            i_auipc: begin                                  
                alu_out = pc + uimm;
                wreg    = 1; end
            i_lui: begin                                    
                alu_out = uimm;
                wreg    = 1; end
            i_jal: begin                                    
                alu_out = pc_plus_4;
                wreg    = 1;
                next_pc = pc + jaloffset; end
            i_jalr: begin                                   
                alu_out = pc_plus_4;
                wreg    = 1;
                next_pc = (a + simm) & 32'hfffffffe; end
            i_csrrw: begin                                  
                m_addr  = {20'h0,imm};
                if (rd != 0) begin
                    io_rdn  = 0;  
                    mem_out = d_f_mem;
                    wreg    = 1;
                end
                if (rs != 0) begin
                    io_wrn  = 0;  
                    d_t_mem = a;
                end
            end
            default: ;
        endcase
    end
endmodule
==> /design/flow/run.sh <==
#!/bin/bash
# OpenROAD 26Q1-2900-gdf79404cd8, Yosys 0.63+post, stock flow scripts
make -C /OpenROAD-flow-scripts/flow DESIGN_CONFIG=/design/flow/config.mk WORK_HOME=/design/flow/orfs finish
==> /design/flow/config.mk <==
export PLATFORM = sky130hd
export DESIGN_NAME = rv32
export DESIGN_NICKNAME = rv32
export VERILOG_FILES = /design/flow/design.v
export SDC_FILE = /design/flow/constraint.sdc
export NUM_CORES = 4
export LEC_CHECK = 1
export CORE_UTILIZATION = 40
==> /design/flow/constraint.sdc <==
current_design rv32

set clk_period 31.6
set clk_io_pct 0.2

create_clock -name clk0 -period $clk_period [get_ports {clk}]

set non_clock_inputs [all_inputs -no_clocks]
set_input_delay [expr $clk_period * $clk_io_pct] -clock clk0 $non_clock_inputs
set_output_delay [expr $clk_period * $clk_io_pct] -clock clk0 [all_outputs]
==> results.toml <==
# flow metrics
[final_timing]
fin_crit_ps = 22620
fin_tns_setup_ps = 0
skew_ps = 146.8
fmax_mhz = 44.21
relSlewSlack_pct = -2.704
rsz0062_at_grt = "no"
holdWs_ps = 764.1
final-hold-violation-count = 0
setup_viol = 0
fin_crit_sh_pct = 71.58
worst_pin_slew_ps = 1541
drv_slew = 2

[critical_path]
cp.required_ps = 25280
path_class = "in2out"
worst_path_most_repeated_cell = "buf_4"
crit_fanout = 40
cp.arrival_ps = 16300
cp-end-kind = "output port"
startpoint_type = "primary input"
path_buffers = 6
crit_slowest_cell = "a2111oi_1"
crit_family = "buffers and inverters"
slowest_delay_ps = 1080

[final_layout]
layout_top_cell = "edfxtp_1"
stdcell_count = 9670
area_growth_pct = 14.17
lay_top_cells = "edfxtp_1, nand2_1, a21oi_1"
n_fill_cell = 16580
drive_above_1_share_pct = 17.89
fin_area_um2 = 84670
final_util_pct = 46.10

[logic_synthesis]
ys_cells = 6829
async_flop_share_pct = 3.030
postSynthSeqShare_pct = 41.21
ys.flops = 1023
synth_cell_types = 114
topCellsByArea = "edfxtp_1, mux4_2, ha_1"
top_area_share_pct = 40.17
avgSynthCellArea_um2 = 10.86
ys.flop_type = "edfxtp_1"
synthCells = 6829
synth-edff-count = 992
ys_chip_area_um2 = 74160
top_area_cell = "edfxtp_1"
yosys_warnings = 1
syn_area_um2 = 74160

[route]
met1_length_um = 145600
antenna_left = 0
vias_per_cell = 6.990
wl_met3_um = 60520
highest_layer = "met5"
wl_um = 428800
first_pass_iters = 8
wl_per_cell_um = 44.34
vias = 67590
drt_iter0_drc = 6853
drc = 0
wl_met2_um = 184300

[floorplan]
die_y_um = 432.6
die_area_um2 = 187100
io_pins = 174
die_x_um = 432.6
fp_util_pct = 40.38
core_area_um2 = 183700
rows = 157

[run_status]
violations = "capacitance limit, slew limit"
status = "finished, violations left"

[job]
warnings = 188
maxCapViolCount = 1

[power]
irDropWorstVdd_uv = 50.09
p_per_area_nw_per_um2 = 54.55
p_leak_nw = 30.21

[clocking]
cts_sinks = 1023
htree_levels = 3
clockRootBuffer = "clkbuf_16"
cts_buffers = 107
path_clk_slew_ps = 60
clock_latency_ps = 820
clk_path_buf_depth = 3
postCtsHoldBufs = 0
cts_tree = "yes"
post_cts_resized = 0
cts_setup_buffers = 0

[global_route]
grt_util_all_layers_pct = 48.44
grt_pass1_wl_um = 575600
grt_pass1_vias = 67780
antenna_found_initial = 31
grt_overflow = 0
grt_max_degree = 114

[place]
place_inst = 9456
gp_congestion = 1.151
port_buffers = 172
dpl-instance-area_um2 = 80950
dp.final_hpwl_um = 319000

[worst_hold_path]
hp-class = "reg2reg"
-- synthesized netlist by cell type, drive strengths merged, types with 57 or more instances --
cell type / number
nor2: 563
o21ai: 421
xor2: 57
mux4: 418
clkbuf: 336
nand2: 545
nor3: 165
xnor2: 107
nand4: 63
a21oi: 554
a211oi: 127
edfxtp: 992
a22oi: 84
o211ai: 63
a221oi: 81
ha: 282
nand3: 151
mux2i: 321
buf: 166
o22ai: 110
a21o: 75
inv: 157
-- kinds of logic after synthesis --
kind of cell | Yosys count | share of synthesized area (%)
buffers and inverters | 664 | 3.951
adders and majority gates | 289 | 4.947
other | 1 | 0.005057
muxes | 778 | 17.78
AOI/OAI and AO/OA | 2096 | 18.72
DFF | 1023 | 41.21
xor gates and xnor gates | 164 | 1.937
and+or+nand+nor | 1814 | 11.45
-- per-stage QoR --
| step | setup slack (ps) | power (mW) |
|---|---|---|
| 6_report | 8981 | 4.619 |
| 5_1_grt | 8706 | 4.746 |
| 4_1_cts | 9336 | 4.573 |
| 3_5_place_dp | 9405 | 3.268 |
| 3_3_place_gp | 9200 | 3.276 |
| 2_1_floorplan | 12730 | 2.541 |
-- sequential cells by signal, summed over array words and instances, names as in the netlist --
register  cells
pc           31
regfile     992
-- layout make-up --
cell class / instances / area [um^2] / area share [%]
clock buffers: 125 / 2745 / 3.242
diodes: 19 / 47.55 / 0.05615
flip-flops and latches: 1023 / 30560 / 36.10
clock inverters: 70 / 924.6 / 1.092
multi-input cells: 5142 / 41280 / 48.76
repair buffers: 665 / 5413 / 6.393
well taps: 2464 / 3083 / 3.641
inverters: 162 / 610.6 / 0.7211
-- where the power goes --
group / switching, mW / internal (mW) / total [mW]
sequential: 0.0546 / 1.54 / 1.60
clock: 0.555 / 0.757 / 1.31
combinational: 1.15 / 0.562 / 1.71
-- per-layer routing --
metal / vias up / track usage, %
met2: 5082 / 67.77
met5: - / 3.331
met4: 44 / 32.08
met3: 1368 / 26.47
met1: 33450 / 58.09
li1: 27650 / -
-- path summary, 6_finish.rpt --
kind / cells past startpoint / to / start / slack [ps]
max: 25 / write[2] / inst[15] / 8980
min: 1 / pc[1]$_DFFE_PN0P_ / pc[1]$_DFFE_PN0P_ / 760
max reg2reg: 23 / regfile[10][14]$_DFFE_PP_ / regfile[23][9]$_DFFE_PP_ / 23330
min reg2reg: 1 / pc[1]$_DFFE_PN0P_ / pc[1]$_DFFE_PN0P_ / 760
max in group asynchronous: 2 / pc[2]$_DFF_PN0_ / clrn / 25180
min in group asynchronous: 2 / pc[31]$_DFF_PN0_ / clrn / 6020
-- worst reg2reg max path, cell delays in order, from the launching register on --
cell and delay, ps:
edfxtp_1 390, mux4_2 480, a22o_1 230, a221oi_1 740, a21o_1 220, buf_4 340, inv_1 470, ha_1 420
a21o_1 260, o21bai_1 210, a21oi_1 360, o21ai_0 360, o22a_1 290, a21oi_1 510, nor4_1 200, a2111oi_0 1050
buf_4 260, or4_1 110, a211oi_1 50, a311oi_1 230, a211oi_1 80, buf_4 170, o21ai_2 180, buf_4 340
Power and IR drop assume default switching activity.
